**design.v**
```verilog
module DFlipFlop(
    input wire clk, reset, D,
    output reg Q);
        always @(posedge clk or posedge reset) begin
            if(reset)begin
            Q <= 1'b0; 
            end
            else
            Q <= D; 
        end
endmodule
module D2FlipFlop(
    input wire clk, reset,
    input wire [1:0]D,
    output reg [1:0]Q);
        always @(posedge clk , posedge reset) begin
            if(reset)begin
            Q <= 2'b0; 
            end
            else
            Q <= D; 
        end
endmodule
module D3FlipFlop(
    input wire reset, clk,
    input wire [2:0]D,
    output reg [2:0]Q);
        always @ (posedge clk, posedge reset) begin
            if ( reset) begin
                Q <= 3'b0;
            end
            else
                Q <= D; 
        end
endmodule
module D4FlipFlop(
    input wire reset, clk,
    input wire [3:0]D,
    output reg [3:0]Q);
        always @ (posedge clk, posedge reset) begin
            if ( reset) begin
                Q <= 4'b0;
            end
            else
                Q <= D; 
        end
endmodule
module timer01(
    input wire EN,
    output reg T1);
        always @ (EN) begin
            if (EN == 1) begin
                T1 = 0;
                #8
                T1 = 1;
            end
            else
                T1 = 0;
        end
endmodule
module timer02(
    input wire EN0,
    output reg T2);
        always @ (EN0) begin
            if (EN0 == 1) begin
                T2 = 0;
                #10
                T2 = 1;
            end
            else
                T2 = 0;
        end
endmodule
module timer03(
    input wire EN1,
    output reg T3);
        always @ (EN1) begin
            if (EN1 == 1) begin
                T3 = 0;
                #8
                T3 = 1;
            end
            else
                T3 = 0;
        end
endmodule
module counterGG(
    input wire clk, reset,
    input wire [7:0]maxvalue,
    output reg zero,
    output reg [7:0]value);
        always @ (posedge clk, posedge reset) begin
        if (reset) begin
            value <= 8'b0;
            zero <= 1'b0;
         end
        else if (value < maxvalue) begin
            value <= value + 1;
            zero <= 1'b0;
         end
        else if (value == maxvalue) begin
            value <= 8'b0;
            zero <= 1'b1;
         end
        end
endmodule
module timerGG( 
    input wire clk, EN,
    output wire T1);
    wire clock, zero;
    wire [7:0]value;
    assign clock = clk & EN;
    counterGG T_1(clock, ~EN, 8'b00000101, zero, value);
    DFlipFlop T_2(zero, ~EN, 1'b1, T1);
endmodule
module Antirebotes(
    input wire clk, reset, signal,
    output wire out);
        wire inc;
        wire ot;
        assign inc = signal;
        assign out = ~ot & signal;
        DFlipFlop AR(clk, reset, inc, ot);
endmodule
module Control(
    input wire clk, reset, 
    input wire O, I, R, P2,
    output wire [1:0]C,
    output wire P);
        wire [1:0]S_00;
        wire [1:0]SF_00;
        wire S1, S0;
        assign S0 = S_00[0];
        assign S1 = S_00[1];
        assign SF_00[1] = (~S1 & S0 & O & I & ~P2 & R) | (S1 & ~S0 & O & I & ~P2 & R);
        assign SF_00[0] = (~S1 & O & ~I & ~P2 & ~R);
        assign C[1] = (~S1 & S0);
        assign C[0] = (S1 & ~S0);
        assign P = ~S0;
        D2FlipFlop FF00(clk, reset, SF_00, S_00);
endmodule
module Motores(
    input wire clk, reset, P, sz, sx, sy, sy2, sh, 
    output wire [2:0]M,
    output wire HOME);
        wire [2:0]S_000;
        wire [2:0]SF_000;
        wire S0, S1, S2;
        assign S0 = S_000[0];
        assign S1 = S_000[1];
        assign S2 = S_000[2];
        assign SF_000[2] = (S2 & ~S1 & ~S0) | (S2 & ~S1 & ~sh) | (~S2 & S1 & S0 & sy);
        assign SF_000[1] = (~S2 & S1 & ~S0) | (~S2 & S1 & ~sy) | (~S2 & ~S1 & S0 & sz);
        assign SF_000[0] = (~S2 & ~S1 & ~S0 & P) | (S2 & ~S1 & S0 & ~sh) | (~S2 & ~S1 & S0 & ~sz) | (~S2 & S1 & ~S0 & sx) | (~S2 & S1 & S0 & ~sy) | (S2 & ~S1 & ~S0 & sy2);
        assign M[2] = (S2 & ~S1);
        assign M[1] = (~S2 & S1);
        assign M[0] = (~S2 & S0) | (~S1 & S0);
        assign HOME = ~S1;
        D3FlipFlop FF01(clk, reset, SF_000, S_000);
endmodule
module Cama_Hotend(
    input wire clk, reset, PB, sh, T1, AB,
    input wire [1:0]F,
    output wire EN, HT,
    output wire [2:0]LCD,
    output wire [1:0]CH,
    output wire [1:0]PH);
        wire [3:0]S_0000;
        wire [3:0]SF_0000;
        wire S0, S1, S2, S3;
        assign S0 = S_0000[0];
        assign S1 = S_0000[1];
        assign S2 = S_0000[2];
        assign S3 = S_0000[3];
        assign SF_0000[3] = (S3 & ~S2 & ~S1) | (S3 & ~S2 & ~S0 & ~AB) | (~S2 & ~S1 & S0 & F[1] & F[0]);
        assign SF_0000[2] = (~S3 & S2 & ~AB) | (~S3 & S2 & ~S1 & S0) | (~S3 & S2 & S1 & ~S0) | (~S3 & ~S1 & S0 & F[1] & ~F[0]) | (~S3 & ~S2 & S1 & S0 & T1);
        assign SF_0000[1] = (~S3 & S1 & ~S0) | (~S3 & ~S2 & S1 & ~T1) | (~S3 & S2 & S1 & ~AB) | (~S2 & S1 & ~S0 & ~AB) | (~S3 & S2 & ~S1 & S0 & T1) | (S3 & ~S2 & ~S1 & S0 & T1) | (~S3 & ~S2 & ~S1 & S0 & ~F[1] & F[0]);
        assign SF_0000[0] = (~S3 & ~S2 &  ~S1 & S0 & ~F[0]) | (~S3 & ~S2 & S1 & ~S0 & T1) | (~S3 & ~S2 & S1 & S0 & ~T1) | (~S3 & S2 & S1 & ~S0 & T1) | (~S3 & S2 & ~S1 & S0 & ~T1) | (S3 & ~S2 & ~S1 & ~S0 & T1) | (S3 & ~S2 & ~S1 & S0 & ~T1) | (~S3 & ~S2 & ~S1 & ~S0 & sh & PB) | (~S3 & S2 & S1 & S0 & ~AB);
        D4FlipFlop FF10(clk, reset, SF_0000, S_0000);
        assign LCD[2] = (~S3 & S2 & ~S1) | (~S3 & S2 & S0) | (S3 & ~S2 & ~S0);
        assign LCD[1] = (~S3 & ~S2 & S1) | (S3 & ~S2 & ~S1) | (~S3 & S1 & ~S0);
        assign LCD[0] = (~S3 & ~S2 & S0) | (~S3 & ~S1 & S0) | (~S2 & ~S1 & S0) | (~S3 & S2 & S1 & ~S0);
        assign CH[1] = (~S3 & S2) | (~S2 & ~S1 & ~S0);
        assign CH[0] = (~S2 & ~S0);
        assign PH[0] = (S3 & ~S2 & ~S1) | (~S3 & ~S0);
        assign PH[1] = (S3 & ~S2 & ~S1) | (~S3 & S1 & S0);
        assign EN = ~S3;
        assign HT = (~S3 & ~S1) | (~S2 & ~S0) | (~S3 & S2 & S0);
endmodule
module Indicadores(
    input wire clk, reset, O, P, HT, P2,
    input wire [1:0]PH,
    input wire [1:0]CH,
    output wire [2:0]W);
        wire [2:0]S_000;
        wire [2:0]SF_000;
        wire S0, S1, S2;
        assign S0 = S_000[0];
        assign S1 = S_000[1];
        assign S2 = S_000[2];
        assign SF_000[2] = (~S2 & S1 & ~S0 & P) | (S2 & ~S1 & ~S0 & ~HT) | (S2 & ~S1 & S0 & ~P2) | (S2 & S1 & ~S0 & ~P2) | (S2 & ~S1 & ~S0 & PH[1] & PH[0] & CH[1] & CH[0]) | (S2 & ~S1 & ~S0 & PH[1] & ~PH[0] & CH[1] & ~CH[0]);
        assign SF_000[1] = (~S2 & ~S1 & ~S0 & O) | (~S2 & S1 & ~S0 & ~P) | (~S2 & S1 & S0 & ~P2) | (S2 & S1 & ~S0 & ~P2) | (S2 & ~S1 & ~S0 & HT & PH[1] & PH[0] & CH[1] & CH[0]) | (S2 & ~S1 & ~S0 & HT & ~PH[1] & PH[0] & ~CH[1] & CH[0]);
        assign SF_000[0] = (~S2 & S1 & S0 & ~P2) | (S2 & ~S1 & S0 & ~P2) | (S2 & ~S1 & ~S0 & HT & ~PH[1] & PH[0] & ~CH[1] & CH[0]) | (S2 & ~S1 & ~S0 & HT & PH[1] & ~PH[0] & CH[1] & ~CH[0]);
        D3FlipFlop FF11(clk, reset, SF_000, S_000);
        assign W[2] = (S2 & ~S1) | (S2 & ~S0);
        assign W[1] = (~S2 & S1) | (S1 & ~S0);
        assign W[0] = (~S2 & S1 & S0) | (S2 & ~S1 & S0);
endmodule
module FSM(
    input wire clk, reset, signal, I, O, P2, PB, sz, sx, sy, sy2, sh, AB,
    input wire [1:0]F,
    output wire [1:0]C,
    output wire [2:0]LCD,
    output wire [2:0]M,
    output wire [2:0]W);
        wire ot, HT, EN, HOME, T1, P;
        wire [1:0]CH;
        wire [1:0]PH;
        Antirebotes M001(clk, reset, signal, ot);
        Control M010(clk, reset, O, I, ot, P2, C, P);
        Motores M011(clk, reset, ot, sz, sx, sy, sy2, sh, M, HOME);
        Cama_Hotend M100(clk, reset, PB, HOME, T1, AB, F, EN, HT, LCD, CH, PH);
        Indicadores M101(clk, reset, O, ot, HT, P2, PH, CH, W);
        timerGG M111(clk, EN, T1);
endmodule
```
**run.sh**
```bash
#!/bin/bash
# OpenROAD 26Q1-2900-gdf79404cd8, Yosys 0.63+post, stock flow scripts
make -C /OpenROAD-flow-scripts/flow DESIGN_CONFIG=/design/flow/config.mk WORK_HOME=/design/flow/orfs finish
```
**config.mk**
```make
export PLATFORM = sky130hd
export DESIGN_NAME = FSM
export DESIGN_NICKNAME = FSM
export VERILOG_FILES = /design/flow/design.v
export SDC_FILE = /design/flow/constraint.sdc
export NUM_CORES = 4
export LEC_CHECK = 1
export CORE_AREA = 10 10 110 110
export DIE_AREA = 0 0 120 120
```
**constraint.sdc**
```tcl
current_design FSM

set clk_period 3.2
set clk_io_pct 0.2

create_clock -name clk0 -period $clk_period [get_ports {clk}]
create_clock -name clk1 -period $clk_period [get_ports {reset}]

set non_clock_inputs [all_inputs -no_clocks]
set_input_delay [expr $clk_period * $clk_io_pct] -clock clk0 $non_clock_inputs
set_output_delay [expr $clk_period * $clk_io_pct] -clock clk0 [all_outputs]
```
==> impl_metrics.ini <==
; generated from flow reports
[status]
outcome = finished, final reports clean

[setup_path]
worst-setup-path-type = register to output port
cp_num_buf_inv = 2
timing.reg2reg.setup_slack_ns = 1.34
worstSetupEndpointType = output port
slowest_stage = dfrtp_1
worstReg2RegEnd = M100.FF10.Q[0]
crit_fanout = 16
slowest_delay_ns = 0.61
rr_worst_depth = 4
critPathLaunchType = register
arrival_ns = 2.06
cp_top_family = buffers and inverters
path_cells = inv_1 > o31ai_1 > clkdlybuf4s50_1
r2r-start = M100.FF10.Q[3]
crit_required_ns = 2.56

[placed_design]
gp_congestion = 0.819
dpl_worst_slack_ns = 0.769
dp_hpwl_um = 2620
place_inst = 297
portBuffers = 24

[pwr]
swShare_pct = 38.0
total_power_mw = 1.57
p_int_mw = 0.974
power_leakage_nw = 0.870
p_switching_mw = 0.597
peakVddDrop_mv = 0.185
seq_power_share_pct = 27.6
comb_power_share_pct = 31.0
pwr-share-clk_pct = 41.3
power.density_nw_per_um2 = 798

[grt]
grt_pass1_vias = 1270
use_met2_pct = 7.12
grt.busiest_layer = met2
grt_max_degree = 17
grt_pass1_wl_um = 5950
antenna_found_initial = 0
grt_overflow_total = 0
use_met1_pct = 6.00
grtUsageTotal_pct = 5.07
grt.met3_usage_pct = 3.81

[route]
drt-total-wl_um = 3450
vias = 1232
drc = 0
ant_nets = 0
wl_per_cell_um = 10.5
post_drt_via_cell_ratio = 3.77
num_antenna_cells = 0
drtPass1Iterations = 4
drtIter0Drc = 54

[floorplanning]
fp_util_pct = 14.0
dieArea_um2 = 14400
die_y_um = 120
rows = 36
chipWidth_um = 120
core_um2 = 9770
io_pins = 26

[final_layout]
syn2layout_area_growth_pct = 43.8
layout_top_cells = 24 x clkdlybuf4s50_1, 23 x dfrtp_1, 23 x inv_1
logic_area_um2 = 691
mostFrequentLayoutCell = clkdlybuf4s50_1
finalNonFillerCells = 327
drive_gt1_share_pct = 11.9
n_fill_cell = 1078
seqCellArea_um2 = 576

[yosys]
synth_warnings = 5
ys_sh_aoi_pct = 23.5
synth_cell_types = 42
ys_sh_adder_pct = 2.74
edf_count = 0
synth_seq_share_pct = 42.0
ys_cells = 154
ys.flop_type = dfrtp_1
largest_area_cell = dfrtp_1
yosysTopAreaCellShare_pct = 42.0
synth.area.top_cells = dfrtp_1 42%, o21ai_0 3.7%, nand2_1 3.6%, nor2b_1 3.2%, inv_1 3.0%
async_flop_share_pct = 100
logic_family = AND-OR/OR-AND gates
muxShareOfSynthArea_pct = 2.56
avgSynthCellArea_um2 = 8.90
yosys_area_um2 = 1370
netlist_instances = 154
simple_gate_area_share_pct = 18.2
synth.cell_area_um2 = 1370
synth_flops = 23
ys_sh_xor_pct = 3.20

[clock_network]
cts_tree = done
cts.clk_slew.worst_paths_ns = 0.06
postCtsSetupBuffers = 0

[sta]
holdWs_ns = 0.0630
fin_tns_setup_ns = 0
setup_viol = 0
slew_headroom_pct = 66.3
rsz0062_at_grt = false
fin_ws_ns = 0.504
finalMaxSlewViolations = 0
worst_pin_slew_ns = 0.506
unclocked_pins = 1
hold_viol_final = 0
skew_ns = 0.00235

[flow_run]
maxCapViolations = 0
tool_warnings = 42

[min_path]
hold_start = M100.FF10.Q[3]
hold_path.class = register to clock gate
holdPathStages = 2
cells by family (layout without fill, tap and decap cells):
logic type	after synthesis	after routing
AND/OR/NAND/NOR	48	48
AND-OR/OR-AND	46	46
buffers and inverters	25	65
flip-flops	23	23
XOR/XNOR	5	5
adder cells (fa/ha/maj)	3	3
multiplexers	3	3
other	1	1
worst max path at each step:
stage / from / end / cells past startpoint
CTS: M100.FF10.Q[3] / LCD[0] / 4
global route: M100.FF10.Q[3] / LCD[0] / 4
finish: M100.FF10.Q[3] / LCD[2] / 3
repair_timing:
| action | 4_1_cts | 5_1_grt |
|---|---|---|
| hold endpoints to repair | 1 | 0 |
| gates resized | 0 | 0 |
| hold buffers | 2 | 0 |
flip-flops by register name (all words and copies together), names as in the netlist:
name	cells
M001.AR.Q	1
M111.T_1.value	8
M010.FF00.Q	2
M011.FF01.Q	3
M101.FF11.Q	3
M111.T_2.Q	1
M100.FF10.Q	4
M111.T_1.zero	1
layout make-up:
| type | instances | area share (%) |
|---|---|---|
| Clock buffer | 14 | 9.27 |
| Clock inverter | 16 | 3.11 |
| Inverter | 9 | 1.71 |
| Multi-Input combinational cell | 106 | 35.0 |
| Sequential cell | 23 | 29.2 |
| Tap cell | 133 | 8.44 |
| Timing Repair Buffer | 26 | 13.2 |
cell usage after synthesis, types with 2 or more instances:
library cell,number
o21ai_0,10
dfrtp_1,23
o22ai_1,2
a22oi_1,2
nor3b_1,2
nor2b_1,7
o221a_2,2
o31ai_1,5
o32ai_1,3
nor2_1,11
nand2b_1,5
a21boi_0,3
clkbuf_1,10
nor3_1,2
xor2_1,3
ha_1,3
xnor2_1,2
buf_2,3
nand3_1,2
nand4_1,2
nand2_1,13
mux2i_1,2
a21oi_1,8
inv_1,11
metrics by stage:
stage	util [%]	instance area (um^2)
after floorplan	-	1370
after global placement	17.5	1710
after detailed placement	17.5	1710
after CTS	20.2	1970
after global routing	20.2	1970
final	20.2	1970
layer usage:
layer  up-vias  wire, um
met2        30      1510
met5         -         0
li1        612         -
met3         8       356
met4         0        40
met1       582      1540
worst reg2reg max path: cells and delay by family (launching register included):
| kind | cells | cell delay (ns) |
|---|---|---|
| flip-flops | 1 | 0.54 |
| buffers and inverters | 1 | 0.46 |
| AND/OR/NAND/NOR | 1 | 0.19 |
| AND-OR/OR-AND | 2 | 0.58 |
power groups by stage:
stage / logic, mW / clock network, mW / registers [mW]
after global routing: 0.564 / 0.724 / 0.451
after CTS: 0.497 / 0.684 / 0.432
final: 0.488 / 0.650 / 0.435
Power figures rest on the tool's default switching activity, not on a simulated workload.
