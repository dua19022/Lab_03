--- ./run.sh ---
#!/bin/bash
# OpenROAD 26Q1-2900-gdf79404cd8, Yosys 0.63+post, stock flow scripts
make -C /OpenROAD-flow-scripts/flow DESIGN_CONFIG=/design/flow/config.mk WORK_HOME=/design/flow/orfs finish
--- ./config.mk ---
export PLATFORM = sky130hd
export DESIGN_NAME = ALU
export DESIGN_NICKNAME = ALU
export VERILOG_FILES = /design/flow/design.v
export SDC_FILE = /design/flow/constraint.sdc
export NUM_CORES = 4
export LEC_CHECK = 1
export CORE_AREA = 10 10 70 70
export DIE_AREA = 0 0 80 80
--- ./constraint.sdc ---
current_design ALU

set clk_period 2.9
set clk_io_pct 0.2

create_clock -name clk0 -period $clk_period

set non_clock_inputs [all_inputs -no_clocks]
set_input_delay [expr $clk_period * $clk_io_pct] -clock clk0 $non_clock_inputs
set_output_delay [expr $clk_period * $clk_io_pct] -clock clk0 [all_outputs]
--- ./design.v ---
module ALU(
    input wire [3:0]A,  
    input wire [3:0]B,  
    input wire [2:0]command,  
    output reg [3:0]result);  
        always @ (A or B or command) begin
            case(command)
                3'b000: result = A & B;  
                3'b001: result = A | B;  
                3'b010: result = A + B;  
                3'b100: result = A & ~B;  
                3'b101: result = A | ~B;  
                3'b110: result = A - B;  
                3'b111: result = (A < B) ? 1:0;  
                default: result = 4'b0000;  
            endcase
        end
endmodule
==> Changelog: implementation <==
### Metrics

- Row cnt: 21
- Critical path's top delay family: buffers and inverters
- Die H: 80 um
- RSZ-0062 raised after global routing: false
- Wire length of the first global-routing pass: between 2 and 2.5 mm
- Final non-filler cell total: 126
- Tool warning count: 35
- Max frequency: ~360 MHz
- Met3 Wirelength: 84 um
- Die X: 80 um
- Vias: 457
- Worst setup path class: in2out
- Post-placement cell area: 691.9 sq um
- Post-Route M1 WL: around 670 um
- Cell area leaders: ha_1, fa_1, o22ai_1, a21oi_1, nor2_1
- Antenna violations before repair: 0
- Most frequent cells after synthesis: ha_1, nor2_1, a21oi_1, inv_1, o22ai_1
- # placed instances: 126
- Total die size: 6400 sq um
- Power Total: 0.09868 mW
- Worst setup startpoint: B[3]
- Port bufs: 15
- CP required: 2320 ps
- Mean Syn Cell Area: 7.288 sq um
- Worst Setup EP: result[3]
- Worst IR Drop VDD: between 60 and 70 uV
- DR DRC count: 0
- Post-DR vias/cell: 3.627
- Area growth, synth to finish: 70.18%
- Vias in the first global route: 459
- Yosys stat chip area: 415.4 sq um
- Post-synth seq share: 0
- Area leader share: 0.2108
- Fin crit share: 0.9697
- Wire length per cell: 9.341 um
- DR WL met2: 426 um
- Yosys warnings: 1
- Overall Global Routing Usage: 0.03866
- CP max-delay cell: clkdlybuf4s50_1
- Hpwl dp: 1.032 mm
- Worst Path Arrival: 2230 ps
- Critical Path End Type: primary output
- Max-capacitance violation count: 0
- Io pins: 15
- CLK BUF: 0
- DRT Wirelength: 1.177 mm
- Slew headroom: 0.8494
- Number of sequential cells: 0
- Hold-fix buffers, CTS: 0
- Share of cells above drive strength 1: 0.2375
- Core area: 3416 sq um
- Max Slew Vio Count: 0
- Distinct lib cells used: 25
- Crit. path cell count: 7
- Crit path buffers/inverters: 3
- Setup_tns: 0 ps
- Finished Cell Area: 706.9 sq um
- Global route overflow: 0
- FP Util: 0.1216
- RD Place Congestion: about 0.87
- PwrDens: around 140 nW/um^2
- Fin crit period: 2812 ps
- Ys cells: between 50 and 60
- Startpoint types: primary input
- Reg area: 0 sq um
- Endpoints failing setup: 0
- Outcome: complete, no violations
- Leakage: between 0.3 and 0.4 nW
- Mapped Area: 415.4 sq um
- CP cell instances: clkdlybuf4s50_1 > inv_1 > ha_1 > nor2_1 > and4_1 > or3_1 > dlygate4sd2_1
- DR top layer: met3
- Hold Fails Final Rpt: 0
- Cell type with the largest total area: ha_1
- Cells after synthesis: 57
- Crit Path Max Fanout: 3
- N_diodes: 0
- Iter 0 DRT Violations: 3
- Worst min path class: in2out
- Largest net degree at the start of global routing: 9
- DRT Pass-1 Iters: 4
- # Post-CTS Setup Buffers: 0
- Worst stage delay on the critical path: 490 ps
- ANT nets after route: 0
- Worst Tran Pin Value: 225.2 ps
-- cell families after synthesis --
kind of cell,Yosys count,share of synthesized area
compound gates,17,0.2500
xor+xnor,2,0.04218
fa+ha+maj,10,0.3313
buf+inv,8,0.09940
mux,2,0.04819
simple gates,18,0.2290
-- per-layer routing --
metal / GRT usage / vias up
li1: - / 251
met1: 0.06175 / 193
met2: 0.05377 / 13
met3: 0.007955 / 0
met4: 0 / 0
met5: 0 / -
-- layout by cell type (no fill, tap or decap) --
master and n:
mux2i_1 2, and4_1 1, or3_1 1, buf_6 1, maj3_1 1, nor2b_1 1, ha_4 1, xnor2_1 1
ha_1 4, nand3_1 1, dlygate4sd2_1 7, nand3b_1 1, inv_2 1, fa_2 1, xor2_1 1, a21oi_1 6
o21ai_0 1, buf_4 8, nand2_2 1, clkdlybuf4s50_1 5, and2b_2 1, o21ai_1 2, nor2_1 7, inv_1 5
buf_12 1, fa_1 1, clkbuf_2 1, ha_2 2, o22ai_1 6, nand2_1 2, a22oi_2 1, nand2b_1 2
o22a_1 1, dlymetal6s2s_1 2
-- area by class of cell --
class              instances  area [sq um]
well taps                 46         57.56
repair buffers            25         232.7
multi-input cells         49         394.1
inverters                  6         22.52
fillers                  390          2709
-- power by group --
part | leakage [nW] | internal (mW) | total [mW] | switching [mW]
sequential | 0 | 0 | 0 | 0
combinational | 0.333 | 0.0567 | 0.0987 | 0.0420
clock | 0 | 0 | 0 | 0
total | 0.333 | 0.0567 | 0.0987 | 0.0420
-- per-stage QoR --
stage | util | hold WS [ps] | setup slack [ps]
final | 0.2070 | 1748 | 87.84
after global routing | 0.2070 | 1812 | 18.77
after CTS | 0.2066 | 1958 | 0.4892
after detailed placement | 0.2026 | 2294 | -366.5
after global placement | 0.2026 | 2277 | -358.9
after floorplan | - | 1185 | 721.9
-- how the worst min path moves through the flow --
stage / startpoint / to / depth (start not counted)
4_1_cts: A[1] / result[1] / 4
5_1_grt: A[1] / result[1] / 4
6_report: A[1] / result[1] / 4
-- what timing repair did --
action	CTS	global route
setup endpoints to repair	4	2
cloned	0	0
resized	14	5
pin swaps	3	0
Power and IR drop assume default switching activity.
